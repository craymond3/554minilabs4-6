==> design.v <==
module fifo
  #(
  parameter DEPTH=8,
  parameter BITS=64
  )
  (
  input clk,rst_n,en,
  input [BITS-1:0] d,
  output [BITS-1:0] q
  );
  localparam size = DEPTH * BITS;
  logic [ size-1 :0] data;
  assign q = data[(size - 1) -: BITS];
  always@(posedge clk, negedge rst_n)
	begin
		if(~rst_n)
			begin
				data <= 'b0;
			end
		else
			begin
				if(en)
					begin
						data <= (data << BITS) + d;
					end
			end
	end
endmodule  
==> run.sh <==
#!/bin/bash
# OpenROAD 26Q1-2900-gdf79404cd8, Yosys 0.63+post, stock flow scripts
make -C /OpenROAD-flow-scripts/flow DESIGN_CONFIG=/design/flow/config.mk WORK_HOME=/design/flow/orfs finish
==> config.mk <==
export PLATFORM = sky130hd
export DESIGN_NAME = fifo
export DESIGN_NICKNAME = fifo
export VERILOG_FILES = /design/flow/design.v
export SDC_FILE = /design/flow/constraint.sdc
export NUM_CORES = 4
export LEC_CHECK = 1
export CORE_UTILIZATION = 50
==> constraint.sdc <==
current_design fifo

set clk_period 1.2
set clk_io_pct 0.2

create_clock -name clk0 -period $clk_period [get_ports {clk}]

set non_clock_inputs [all_inputs -no_clocks]
set_input_delay [expr $clk_period * $clk_io_pct] -clock clk0 $non_clock_inputs
set_output_delay [expr $clk_period * $clk_io_pct] -clock clk0 [all_outputs]
==> results.toml <==
# synthesis and place-and-route metrics
[outcome]
status = "complete, but fails checks"
violations = "negative hold slack, negative setup slack"

[sta]
finalMaxSlewViolations = 0
skew_ns = 0.01678
period_needed_ns = 1.337
period_used_share = 1.114
setup_slack_ns = -0.1370
whs_ns = -0.2430
max-slew-margin-rel = 0.5796
hold_viol_final = 27
worstMarginPinSlew_ns = 0.6286
final.setup.tns_ns = -6.576
max_freq_ghz = 0.7479
rsz0062_at_grt = "true"
setup_viol = 64

[synthesis]
synthAdderAreaFrac = 0
synth-xor-area-share = 0
top_logic_kind = "multiplexers"
synthDistinctLibCells = 6
synth.area.top_cells = "dfrtp_1 (65%), mux2_2 (29%), buf_6 (2.6%)"
ys_seq_share = 0.6503
syn_area_mm2 = 0.01970
yosys.area.top_type = "dfrtp_1"
avgSynthCellArea_um2 = 17.21
ys.flops = 512
synth_chip_area_mm2 = 0.01970
synthSimpleGateAreaFrac = 0
synth-compound-area-share = 0
syn_inst = 1145
yosys_warnings = 1
muxShareOfSynthArea = 0.2926
ys_cells = 1145
top_cell_area_share = 0.6503

[final_layout]
drive_gt1_frac = 0.5638
final_core_util = 0.5964
area_growth_pct = 17.26
reg_top3 = "data: 512 flops"
top_register = "data"
largest_reg_flops = 512
fin_cells = 1866
mostFrequentLayoutCells = "mux2_2 (512), dfrtp_1 (512), buf_4 (65)"

[clock_network]
cts_root_buffer = "clkbuf_16"
h-tree-depth = 2
cts_tree = "done"
numCtsBuffers = 53
clock-sinks = 512
clock_path_buffers = 3
path_clk_slew_ns = 0.06
clock_latency_ns = 0.58

[setup_path]
cp_max_fo = 2
slowest_delay_ns = 0.40
crit_path_start_kind = "flip-flop"
critPathBufInv = 1
path_delay_family = "flip-flops"
slowest_stage = "dfrtp_1"
crit_required_ns = 0.96
crit_path_end_kind = "primary output"
crit_chain = "buf_2"
critPathArrivalTime_ns = 1.10
crit_type = "reg2out"

[floorplan]
num_rows = 72
die_area_mm2 = 0.04020
die_width_um = 200.5
io-pin-count = 131
core-area_mm2 = 0.03874
floorplan.core_util = 0.5086
die_h_um = 200.5

[route]
first_iter_violations = 271
vias = 9151
drt-wirelength-per-cell_um = 14.95
diodes = 0
routed_wl_mm = 27.91
ant_nets = 0
dr.pass1.iters = 4
routed_via_density = 4.904
route.detailed.drc = 0

[placed_design]
place.gp.congestion = 0.7292
port_buffers = 130
hpwl_mm = 17.28
dp_cells = 1730

[global_route]
gr-total-overflow = 0
grt_pass1_wl_mm = 49.74
grt_pass1_vias = 9471
antenna_found_initial = 0
grt_use_total = 0.1576
grt_max_degree = 80

[power_and_ir_drop]
max-vdd-ir-drop_uv = 1429
cellLeakagePower_nw = 10.13
p_per_area_mw_per_mm2 = 2048

[hold_path]
hold_path.class = "in2async"

[flow_run]
warnings = 29
cap_violations = 0
## cell usage after synthesis
cell type	instances
dfrtp_1	512
mux2_2	512
clkbuf_8	8
buf_2	3
buf_4	64
buf_6	46
## metrics by stage
step                hold WS (ns)  total power, W  worst slack (ns)  cell area (µm²)
detailed placement        0.1100         0.03194          -0.07466            21310
finish                   -0.2430         0.04730           -0.1370            23100
global route             -0.2671         0.05010           -0.2042            23100
floorplan               -0.05559         0.02936           0.08710            19700
global placement          0.1046         0.03161          -0.05523            21310
CTS                      -0.2888         0.04805           -0.1996            23030
## worst reg2reg max path, stage by stage, from the launching register on
cell and delay (ns):
dfrtp_1 0.37, buf_4 0.13, buf_4 0.12, mux2_2 0.25
## power breakdown
group	total (W)	switching, W	internal [W]
Combinational	0.00721	0.00205	0.00516
Clock	0.0160	0.00639	0.00965
Sequential	0.0241	0.00216	0.0219
## layer usage
layer	vias up	wire, µm	GRT usage
li1	4331	-	-
met1	4646	13670	0.2808
met2	121	12290	0.2160
met3	53	1236	0.03086
met4	0	715	0.03490
met5	-	0	0
## final cells by class
type	instances	area, µm²
tap	518	648.1
multi-input combinational	512	5766
fill	2962	15640
sequential	512	12810
clock inverter	14	102.6
timing repair buffer	229	2120
clock buffer	81	1654
## kinds of logic after synthesis
group | count (synthesis)
buffers and inverters | 121
DFF | 512
muxes | 512
## path summary, 6_finish.rpt
check | end | slack (ns) | startpoint | depth (start not counted)
max in group asynchronous | data[105] | 0.01 | rst_n | 6
max reg2reg | data[503] | 0.23 | data[503] | 3
min | data[384] | -0.24 | rst_n | 4
min in group clk0 | data[44] | 0.14 | en | 3
max | q[2] | -0.14 | data[450] | 1
min reg2reg | data[277] | 0.50 | data[213] | 1
## repair_timing
item	in CTS	in global routing
hold endpoints to repair	503	36
setup buffers	27	7
gates resized	208	0
endpoints found under the setup margin	64	96
pin swaps	0	0
No activity file was given, so power comes from the tool's default toggle rates.
