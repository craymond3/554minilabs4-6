File: design/flow/config.mk
export PLATFORM = sky130hd
export DESIGN_NAME = tpumac
export DESIGN_NICKNAME = tpumac
export VERILOG_FILES = /design/flow/design.v
export SDC_FILE = /design/flow/constraint.sdc
export NUM_CORES = 4
export LEC_CHECK = 1
export CORE_UTILIZATION = 40
File: design/flow/constraint.sdc
current_design tpumac

set clk_period 5.9
set clk_io_pct 0.2

create_clock -name clk0 -period $clk_period [get_ports {clk}]

set non_clock_inputs [all_inputs -no_clocks]
set_input_delay [expr $clk_period * $clk_io_pct] -clock clk0 $non_clock_inputs
set_output_delay [expr $clk_period * $clk_io_pct] -clock clk0 [all_outputs]
File: design/flow/design.v
module tpumac
 #(parameter BITS_AB=8,
   parameter BITS_C=16)
  (
   input clk, rst_n, WrEn, en,
   input signed [BITS_AB-1:0] Ain,
   input signed [BITS_AB-1:0] Bin,
   input signed [BITS_C-1:0] Cin,
   output reg signed [BITS_AB-1:0] Aout,
   output reg signed [BITS_AB-1:0] Bout,
   output reg signed [BITS_C-1:0] Cout
  );
  logic signed [BITS_C-1:0] C_reg_in;
  logic signed [BITS_C-1:0] Mult_result;
  logic signed [BITS_C-1:0] Add_result;
assign Mult_result = Ain * Bin;
assign Add_result = Mult_result + Cout;
assign C_reg_in = (WrEn) ? Cin : Add_result;
always_ff@(posedge clk, negedge rst_n)
	begin
		if (~rst_n)
			begin
				Aout <= 'b0;
				Bout <= 'b0;
				Cout <= 'b0;
			end
		else
			begin
				if(WrEn)
					begin
						Cout <= C_reg_in;
					end
				else if(en)
					begin
						Aout <= Ain;
						Bout <= Bin;
						Cout <= C_reg_in;
					end
			end
	end
endmodule
File: design/flow/run.sh
#!/bin/bash
# OpenROAD 26Q1-2900-gdf79404cd8, Yosys 0.63+post, stock flow scripts
make -C /OpenROAD-flow-scripts/flow DESIGN_CONFIG=/design/flow/config.mk WORK_HOME=/design/flow/orfs finish
==> results.ini <==
[outcome]
status = complete, no violations

[clocking]
cts.reportedPaths.clkPinSlew_ns = 0.07
clock.latency.late_pin_ns = 0.28
ctsLongestPathBuffers = 2
cts_setup_buffers = 0
cts_root_buffer = clkbuf_8
cts_made_buffers = 5
clkSinkCount = 32
cts_tree = built
htreeDepth = 2

[die]
die_w_um = 104
coreArea_mm2 = 0.0102
fp_util_pct = 41.0
ios = 68
dieArea_mm2 = 0.0109
num_rows = 37
die_h_um = 104

[placement]
port_buffers = 67
pre_cts_slack_ns = -0.0784
gp_congestion = 0.859
hpwl_mm = 7.42
dp.cells = 637

[setup_path]
r2r-start = Cout[4]
cp_data_required_time_ns = 6.07
reg2reg_depth = 17
crit_path_start_kind = input pin
critPathMaxFanout = 5
r2r_end = Cout[10]
reg2reg_slack_ns = 1.38
critPathKind = input pin to flip-flop
endpoint_kind = flip-flop
arrival_ns = 5.83

[pwr]
finalPower_mw = 3.49
ir_drop_uv = 680
powerDensity_mw_per_mm2 = 646
leakage_nw = 2.65

[yosys]
synth_flops = 32
syn-instance-count = 402
synthDistinctLibCells = 34
ys_cells = 402
ff_type = dfrtp_1
syn-cell-area_mm2 = 0.00419
ys_warn_count = 1
yosysChipArea_mm2 = 0.00419
synth-edff-count = 0
syn_avg_cell_area_um2 = 10.4
synth_async_sr_flop_share_pct = 100
ys_seq_share_pct = 19.1

[final_timing]
worstMarginPinSlew_ns = 0.425
fin_crit_ns = 5.66
relSlewSlack_pct = 71.7
fin_crit_sh_pct = 95.9
slew_violations = 0
timing.fmax_mhz = 177
clock_skew_ns = 0.00309
rsz0062_at_grt = false
setup_ws_ns = 0.240
final-setup-viol-count = 0
whs_ns = 0.489
report.final.hold_viol_count = 0

[global_route]
overflow = 0
grt_start_max_net_pins = 33
grt_pass1_vias = 3212
grt_pass1_wl_mm = 15.4
grt.total_usage_pct = 18.3
antenna_found_initial = 0

[routing]
wl_per_cell_um = 13.4
drtIter0Drc = 77
vias_per_cell = 4.82
diodes = 0
drc = 0
first_pass_iters = 6
routed-via-count = 3107
finalWirelength_mm = 8.66
antenna_left = 0

[final_layout]
drive_above_1_share_pct = 13.9
fillCellCount = 897
syn2layout_area_growth_pct = 28.8
instances_no_fill = 645

[worst_hold_path]
hold_end = Bout[7]
hold_start = Bout[7]
whs_path_depth = 2
min_path_type = flip-flop to flip-flop

[flow_run]
max_cap_violations = 0
warning_count = 26

-- where the power goes --
| part | internal (mW) | switching, mW | leakage [nW] |
|---|---|---|---|
| sequential | 0.288 | 0.0672 | 0.381 |
| clock | 0.0952 | 0.0837 | 0.0455 |
| combinational | 1.58 | 1.38 | 2.23 |
| total | 1.96 | 1.53 | 2.65 |
-- stage by stage --
stage	setup TNS [ns]	utilization [%]	area [um^2]
5_1_grt	0	52.8	5400
3_5_place_dp	-0.142	51.9	5310
4_1_cts	0	52.7	5400
2_1_floorplan	0	-	4190
6_report	0	52.8	5400
3_3_place_gp	-0.112	51.9	5310
-- kinds of logic after synthesis --
kind of cell               count (synthesis)  synth area share (%)
DFF                                       32                  19.1
and+or+nand+nor                           90                  10.7
muxes                                     27                  6.96
buffers and inverters                     82                  7.55
xor gates and xnor gates                  20                  4.18
adders and majority gates                108                  45.0
AOI/OAI and AO/OA                         43                  6.60
-- layout by cell type, fill, tap and decap left out, drive strengths merged, types with 3 or more instances in the layout --
cell / n
a21o: 5
a21oi: 7
and2: 32
buf: 43
clkbuf: 8
clkdlybuf4s50: 65
dfrtp: 32
fa: 71
ha: 37
inv: 70
mux2: 17
mux2i: 10
nand2: 38
nand2b: 3
nor2: 11
o211ai: 3
o21ai: 18
o21bai: 3
xnor2: 19
-- critical path, cell delays in order --
cell and delay, ns:
clkdlybuf4s50_1 0.59, and2_1 0.19, inv_1 0.06, fa_1 0.48, inv_1 0.05, fa_1 0.48, fa_1 0.56, fa_1 0.43
fa_1 0.47, ha_1 0.34, o21ai_0 0.12, o21bai_2 0.18, a21oi_2 0.08, xnor2_1 0.12, mux2_2 0.25, mux2_2 0.25
-- area by class of cell --
| class | count | area (um^2) | share of cell area [%] |
|---|---|---|---|
| clock buffer | 8 | 90.1 | 1.67 |
| sequential | 32 | 801 | 14.8 |
| inverter | 71 | 267 | 4.94 |
| timing repair buffer | 110 | 998 | 18.5 |
| multi-input combinational | 288 | 3070 | 56.9 |
| tap | 136 | 170 | 3.15 |
-- cell usage after synthesis, drive strengths merged (2+ instances only) --
master | count | area [um^2]
o21ai | 18 | 90.1
o21bai | 3 | 26.3
buf | 3 | 20.0
o211ai | 3 | 22.5
a21o | 5 | 38.8
mux2 | 17 | 191
clkbuf | 8 | 30.0
fa | 71 | 1420
a21oi | 7 | 42.5
nand2 | 38 | 143
a22oi | 2 | 15.0
a31oi | 2 | 12.5
inv | 70 | 263
nand4 | 2 | 12.5
dfrtp | 32 | 801
mux2i | 10 | 100
nand2b | 3 | 18.8
or3 | 2 | 12.5
xnor2 | 19 | 166
ha | 37 | 463
nor2 | 11 | 41.3
and2 | 32 | 200
-- routing by layer --
metal	global-route usage (%)	vias to the layer above	wire length, um
met2	29.2	55	4270
met5	0	-	0
met3	2.49	5	324
met1	29.3	1577	4000
met4	0.918	0	62
li1	-	1470	-
-- how the worst max path moves through the flow --
stage / endpoint / slack (ns) / startpoint
finish: Cout[9] / 0.24 / Bin[0]
global route: Cout[9] / 0.02 / Bin[0]
CTS: Cout[10] / 0.20 / Bin[1]
-- registers in the layout, summed over array words and instances (netlist names) --
signal / cells
Aout: 8
Bout: 8
Cout: 16
-- timing repair --
action                                  4_1_cts  5_1_grt
resized                                       0        2
hold buffers                                  0        0
endpoints found under the setup margin        0        1
Power figures rest on the tool's default switching activity, not on a simulated workload.
